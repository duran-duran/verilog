File: ./config.mk
export PLATFORM = sky130hd
export DESIGN_NAME = counter
export DESIGN_NICKNAME = counter
export VERILOG_FILES = /design/flow/design.v
export SDC_FILE = /design/flow/constraint.sdc
export NUM_CORES = 4
export LEC_CHECK = 1
export CORE_UTILIZATION = 40
File: ./constraint.sdc
current_design counter

set clk_period 2.6
set clk_io_pct 0.2

create_clock -name clk0 -period $clk_period [get_ports {clock}]

set non_clock_inputs [all_inputs -no_clocks]
set_input_delay [expr $clk_period * $clk_io_pct] -clock clk0 $non_clock_inputs
set_output_delay [expr $clk_period * $clk_io_pct] -clock clk0 [all_outputs]
File: ./design.v
module adder
  #(parameter Width = 32)
  ( input [Width-1:0] in1,
    input [Width-1:0] in2,
    output [Width-1:0] out
  );
  assign out = in1 + in2;
endmodule
module counter
  #(parameter Width = 32)
  ( input reset, clock, go,
    output [Width-1:0] out
  );
  wire [Width-1:0] rin;
  register r(.in(rin), .out(out), .load(go), .reset(reset), .clock(clock));
  adder incr(.in1(out), .in2(1), .out(rin));
endmodule
module register
  #(parameter Width = 32)
  ( input [Width-1:0] in,
    output reg [Width-1:0] out,
    input load, clock, reset
  );
  always @(posedge clock, posedge reset)
    if(reset) out <= 0;
    else if(load) out <= in;
endmodule
File: ./run.sh
#!/bin/bash
# OpenROAD 26Q1-2900-gdf79404cd8, Yosys 0.63+post, stock flow scripts
make -C /OpenROAD-flow-scripts/flow DESIGN_CONFIG=/design/flow/config.mk WORK_HOME=/design/flow/orfs finish
==> impl_metrics.ini <==
; flow metrics
[worst_setup_path]
critical_path_class = input pin to flip-flop
crit_required_ps = 2760
worst_ep_arrival_time_ps = 2240
r2r_slack_ps = 730
critical_path_capture_point_type = flip-flop
critical_path.max_fanout = 10
critPathLaunchType = input pin

[drt]
vias_per_cell = 5.11
routed_wire_length_per_instance_um = 13.3
detail_route.wirelength_mm = 2.88
postRouteAntennaNets = 0
first_iter_violations = 77
vias = 1109
drt_pre_antenna_iters = 4
insertedDiodeCount = 0
remaining_drc_errors = 0

[sta]
worst_slack_ps = 519
max-slew-margin-rel = 0.433
setup-tns-final_ps = 0
max_freq_mhz = 481
rsz0062_at_grt = no
report.final.hold_viol_count = 0
slew_viol_final = 0
final_period_minus_worst_setup_slack_ps = 2080
period_used_share = 0.800
setup_viol_count_final = 0
timing_worst_slew_pin_value_ps = 847
timing.clock.skew_ps = 5.48

[power_and_ir_drop]
power_density_nw_per_um2 = 621
clockPowerShare = 0.331
vdd_ir_drop_max_mv = 0.451
sw_frac_of_total = 0.253
net-switching-power_w = 0.000313
cellLeakagePower_nw = 0.823
seqPwrFrac = 0.511
power.total_w = 0.00123
combinational_power_share = 0.159
power.internal_w = 0.000920

[clock_network]
clock-root-buffer = sky130_fd_sc_hd__clkbuf_8
cts_tree = done
cts_max_level = 2
hold_buffers = 0
post_cts_buffers = 0
clk_latency_late_pin_ps = 280
cts_num_sinks = 32
cts.reportedPaths.clkPinSlew_ps = 60
ctsLongestPathBuffers = 2
cts-resized-gates = 0
cts_buffers = 5

[die]
die_h_um = 63.0
pin_count = 35
floorplan_core_area_um2 = 3440
floorplan.rows = 21
dieArea_um2 = 3970
fp_util = 0.433
fp.dieW_um = 63.0

[grt]
gr-total-overflow = 0
number_of_antenna_violations_at_the_first_check_in_global_routing = 0
grt_start_max_net_pins = 33
first_global_vias = 1116
grt_pass1_wl_mm = 5.20
grtUsageTotal = 0.170

[synth]
postSynthAreaPerCell_um2 = 11.4
sequential_area_share_after_synthesis = 0.537
netlist-cell-type-count = 20
ys_area_um2 = 1490
synth-warning-count = 1
syn_area_um2 = 1490
synth_flop_count = 32
post_synthesis_cell_count = 131
yosys_cell_count = 131

[finish]
largest_register_ffs = 32
most_numerous_logic_cells_after_layout = sky130_fd_sc_hd__clkdlybuf4s50_1 (34), sky130_fd_sc_hd__dfrtp_1 (32), sky130_fd_sc_hd__xnor2_1 (28), sky130_fd_sc_hd__nand4_1 (17), sky130_fd_sc_hd__nand2_1 (11)
share_of_cells_above_drive_strength_1 = 0.0819
most_common_cell_after_layout_fill_and_taps_aside = sky130_fd_sc_hd__clkdlybuf4s50_1
largest_register = r.out
largest_registers = r.out x32
post-route-util = 0.577
final_cells = 217
layout-area-overhead-vs-synth_pct = 33.2

[run_status]
outcome = finished clean

[placed_design]
post-place-cells = 210
place_ws_ps = 239
gp_congestion = 0.789
numPortBuffers = 34

[flow_run]
maxCapViolCount = 0
warning_count = 25

[min_path]
holdCritPathClass = flip-flop to flip-flop
[cell type report]
cell class	count	area, um2
Multi-Input combinational cell	89	649
Timing Repair Buffer	36	355
Clock buffer	7	96.3
Fill cell	296	1460
Inverter	7	26.3
Tap cell	46	57.6
Sequential cell	32	801
[cell usage after synthesis (all sizes together)]
cell type  count  share of area
nor4           3          0.033
nand3          9          0.030
xor2           3          0.018
and2           1         0.0042
buf            2         0.0067
and4           2          0.012
inv            7          0.018
ha             1         0.0084
mux2           1         0.0076
dfrtp         32           0.54
nand4         19          0.094
nor2           4          0.010
nor3           3          0.010
clkbuf         1         0.0025
xnor2         28           0.16
nand2         11          0.028
and3           4          0.017
[worst paths after layout]
| path | from | endpoint | cells after the start |
|---|---|---|---|
| min reg2reg | r.out[31] | r.out[31] | 1 |
| min in group asynchronous | reset | r.out[2] | 3 |
| min | r.out[31] | r.out[31] | 1 |
| max | go | r.out[20] | 5 |
| max reg2reg | r.out[0] | r.out[20] | 5 |
| max in group asynchronous | reset | r.out[23] | 3 |
[critical path, cell delays in order]
cell and delay (ps):
sky130_fd_sc_hd__clkdlybuf4s50_1 630, sky130_fd_sc_hd__nand4_4 160, sky130_fd_sc_hd__nor4_4 570, sky130_fd_sc_hd__nand4_1 200
sky130_fd_sc_hd__xnor2_1 170
[power by group through the flow]
stage	registers (W)	logic [W]	clock network (W)
4_1_cts	0.000631	0.000200	0.000417
5_1_grt	0.000638	0.000219	0.000444
6_report	0.000630	0.000196	0.000408
[logic make-up after synthesis]
| kind of cell | Yosys count | share of synthesized area |
|---|---|---|
| XOR/XNOR | 31 | 0.182 |
| adder cells (fa/ha/maj) | 1 | 0.00839 |
| buffers and inverters | 10 | 0.0269 |
| flip-flops | 32 | 0.537 |
| multiplexers | 1 | 0.00756 |
| AND/OR/NAND/NOR | 56 | 0.238 |
[metal layers]
| metal | vias to the layer above | track usage | part of all wire |
|---|---|---|---|
| met3 | 6 | 0.0296 | 0.049 |
| met1 | 539 | 0.266 | 0.49 |
| met5 | - | 0 | 0 |
| met2 | 33 | 0.258 | 0.45 |
| met4 | 0 | 0.0320 | 0.018 |
| li1 | 531 | - | - |
[through the flow]
stage | hold slack [ps] | instance area, um2
after floorplan | 424 | 1490
final | 472 | 1990
after CTS | 483 | 1990
after global routing | 510 | 1990
after detailed placement | 471 | 1890
after global placement | 462 | 1890
