==> design.v <==
module adder
  #(parameter Width = 32)
  ( input [Width-1:0] in1,
    input [Width-1:0] in2,
    output [Width-1:0] out
  );
  assign out = in1 + in2;
endmodule
module alu
  #(parameter Width = 32)
  ( input [Width-1:0] in1, in2,
    input [5:0] aluop,
    output reg [Width-1:0] out,
    output reg zero
  );
  parameter OPR_ADD = 6'b100000;
  parameter OPR_SUB = 6'b100010;
  always @(in1, in2, aluop)
  begin
    case(aluop)
    OPR_ADD : out = in1 + in2;
    OPR_SUB : out = in1 - in2;
    default : out = 0;
    endcase
    zero = out == 0;
  end
endmodule
module bitdemux
  #(parameter LogNum = 3)
  ( input i,
    input [LogNum - 1:0] s,
    output reg [2**LogNum-1:0] o
  );
  parameter Num = 2**LogNum;
  always @(i, s)
  begin : switch_block
    integer k;
    for(k = 0; k < Num; k = k + 1)
      o[k] = (k == s) ? i : 0;
  end
endmodule
module instruction_memory
  ( input [31:0] sel,
    output reg [31:0] out
  );
  parameter OP_R = 6'b000000;
  parameter OP_ADDI = 6'b001000;
  parameter OP_BEQ = 6'b000100;
  parameter OP_BNE = 6'b000101;
  parameter OP_LW = 6'b100011;
  parameter OP_SW = 6'b101011;
  parameter OP_J = 6'b000010;
  parameter OPR_ADD = 6'b100000;
  parameter OPR_SUB = 6'b100010;
  parameter R00 = 5'd0;
  parameter R01 = 5'd1;
  parameter R02 = 5'd2;
  parameter R03 = 5'd3;
  parameter R04 = 5'd4;
  parameter R05 = 5'd5;
  parameter R06 = 5'd6;
  parameter R07 = 5'd7;
  parameter R08 = 5'd8;
  parameter R09 = 5'd9;
  parameter R10 = 5'd10;
  parameter R11 = 5'd11;
  parameter R12 = 5'd12;
  parameter R13 = 5'd13;
  parameter R14 = 5'd14;
  parameter R15 = 5'd15;
  parameter R16 = 5'd16;
  parameter R17 = 5'd17;
  parameter R18 = 5'd18;
  parameter R19 = 5'd19;
  parameter R20 = 5'd20;
  parameter R21 = 5'd21;
  parameter R22 = 5'd22;
  parameter R23 = 5'd23;
  parameter R24 = 5'd24;
  parameter R25 = 5'd25;
  parameter R26 = 5'd26;
  parameter R27 = 5'd27;
  parameter R28 = 5'd28;
  parameter R29 = 5'd29;
  parameter R30 = 5'd30;
  parameter R31 = 5'd31;
  parameter ZERO_SHAMT = 5'b00000;
  always @(sel)
  case(sel)
    32'd0 : out = {OP_ADDI, R00, R00, 16'd3};  
    32'd4 : out = {OP_ADDI, R01, R01, 16'd4};  
    32'd8 : out = {OP_R, R00, R01, R02, ZERO_SHAMT, OPR_ADD};  
    32'd12 : out = {OP_R, R00, R01, R03, ZERO_SHAMT, OPR_ADD};  
    32'd16 : out = {OP_J, 26'd6};  
    32'd24 : out = {OP_BEQ, R02, R03, -16'd3};  
    default: out = 0;
  endcase
endmodule
module left_shifter #(parameter LogWidth = 5) (
  input[2**LogWidth-1:0] in,
  input[LogWidth-1:0] shamt,
  output[2**LogWidth-1:0] out
);
  assign out = in << shamt;
endmodule
module mux2
  #(parameter Width = 32)
  ( input [Width-1:0] i0, i1,
    input s,
    output [Width-1:0] o
  );
  assign o = (s ? i1 : i0);
endmodule
module mux8
  #(parameter Width = 32)
  ( input [Width-1:0] i0, i1, i2, i3, i4, i5, i6, i7,
    input [2:0] s,
    output reg [Width-1:0] o
  );
  always @(s, i0, i1, i2, i3, i4, i5, i6, i7)
    case(s)
    3'd0: o = i0;
    3'd1: o = i1;
    3'd2: o = i2;
    3'd3: o = i3;
    3'd4: o = i4;
    3'd5: o = i5;
    3'd6: o = i6;
    3'd7: o = i7;
    default: o = 0;
    endcase
endmodule
module register
  #(parameter Width = 32)
  ( input [Width-1:0] in,
    output reg [Width-1:0] out,
    input load, clock, reset
  );
  always @(posedge clock, posedge reset)
    if(reset) out <= 0;
    else if(load) out <= in;
endmodule
module register_file
  ( input [4:0] raddr1, raddr2, waddr,
    input [31:0] wdata,
    input write, clock, reset,
    output [31:0] rdata1, rdata2
  );
  wire [7:0] l;
  wire [31:0] rout0, rout1, rout2, rout3, rout4, rout5, rout6, rout7;
  bitdemux bdm(.i(write), .s(waddr[2:0]), .o(l));
  register r0(.in(wdata), .out(rout0), .load(l[0]), .clock(clock), .reset(reset));
  register r1(.in(wdata), .out(rout1), .load(l[1]), .clock(clock), .reset(reset));
  register r2(.in(wdata), .out(rout2), .load(l[2]), .clock(clock), .reset(reset));
  register r3(.in(wdata), .out(rout3), .load(l[3]), .clock(clock), .reset(reset));
  register r4(.in(wdata), .out(rout4), .load(l[4]), .clock(clock), .reset(reset));
  register r5(.in(wdata), .out(rout5), .load(l[5]), .clock(clock), .reset(reset));
  register r6(.in(wdata), .out(rout6), .load(l[6]), .clock(clock), .reset(reset));
  register r7(.in(wdata), .out(rout7), .load(l[7]), .clock(clock), .reset(reset));
  mux8 m1(
    .i0(rout0),
    .i1(rout1),
    .i2(rout2),
    .i3(rout3),
    .i4(rout4),
    .i5(rout5),
    .i6(rout6),
    .i7(rout7),
    .s(raddr1[2:0]),
    .o(rdata1)
  );
  mux8 m2(
    .i0(rout0),
    .i1(rout1),
    .i2(rout2),
    .i3(rout3),
    .i4(rout4),
    .i5(rout5),
    .i6(rout6),
    .i7(rout7),
    .s(raddr2[2:0]),
    .o(rdata2)
  );
endmodule
module sign_ext #(parameter src = 16, dest = 32)
(
    input [src-1:0] in,
    output [dest-1:0] out
);
    assign out = { {(dest-src){in[src-1]}}, in};
endmodule
module zero_ext #(parameter src = 16, dest = 32)
(
    input [src-1:0] in,
    output [dest-1:0] out
);
    assign out = { {(dest-src){1'b0}}, in};
endmodule
module op_aut (
  input clock, reset,
  input pc_load,
  input rd_mux_s,
  input write,
  input op2_mux_s,
  input[5:0] alu_funct,
  input branch_mux_s,
  input j_mux_s,
  output[5:0] opcode,
  output[5:0] funct,
  output zero
);
  wire[31:0] pc_out, pc_adder_out,
             instruction;
  wire[4:0] rs, rt, rd, rd_mux_out;
  wire[15:0] imm;
  wire[25:0] j_imm;
  wire[31:0] rdata1, rdata2, imm_data, imm_shifted, op2_data, alu_result;
  wire[31:0] branch_adder_out, branch_result;
  wire[31:0] j_imm_data, j_imm_shifted;
  wire[31:0] new_pc;
  register pc(.in(new_pc), .out(pc_out), .load(pc_load), .clock(clock), .reset(reset));
  adder pc_adder(.in1(pc_out), .in2(32'h04), .out(pc_adder_out));
  instruction_memory ins_mem(.sel(pc_out), .out(instruction));
  assign opcode = instruction[31:26];
  assign funct = instruction[5:0];
  assign rs = instruction[25:21];
  assign rt = instruction[20:16];
  assign rd = instruction[15:11];
  assign imm = instruction[15:0];
  assign j_imm = instruction[25:0];
  mux2 #(.Width(5)) rd_mux(.i0(rt), .i1(rd), .s(rd_mux_s), .o(rd_mux_out));
  register_file regs(.raddr1(rs), .raddr2(rt), .waddr(rd_mux_out), .wdata(alu_result),
                     .write(write), .clock(clock), .reset(reset),
                     .rdata1(rdata1), .rdata2(rdata2));
  sign_ext #(.src(16), .dest(32)) imm_ext(.in(imm), .out(imm_data));
  mux2 op2_mux(.i0(rdata2), .i1(imm_data), .s(op2_mux_s), .o(op2_data));
  alu alu_inst(.in1(rdata1), .in2(op2_data), .aluop(alu_funct), .out(alu_result), .zero(zero));
  left_shifter imm_shifter(.in(imm_data), .shamt(5'b00010), .out(imm_shifted));
  adder branch_adder(.in1(pc_adder_out), .in2(imm_shifted), .out(branch_adder_out));
  mux2 branch_mux(.i0(pc_adder_out), .i1(branch_adder_out), .s(branch_mux_s), .o(branch_result));
  zero_ext #(.src(26), .dest(32)) j_imm_ext(.in(j_imm), .out(j_imm_data));
  left_shifter j_imm_shifter(.in(j_imm_data), .shamt(5'b00010), .out(j_imm_shifted));
  mux2 j_mux(.i0(branch_result), .i1(j_imm_shifted), .s(j_mux_s), .o(new_pc));
endmodule
==> run.sh <==
#!/bin/bash
# OpenROAD 26Q1-2900-gdf79404cd8, Yosys 0.63+post, stock flow scripts
make -C /OpenROAD-flow-scripts/flow DESIGN_CONFIG=/design/flow/config.mk WORK_HOME=/design/flow/orfs finish
==> config.mk <==
export PLATFORM = sky130hd
export DESIGN_NAME = op_aut
export DESIGN_NICKNAME = op_aut
export VERILOG_FILES = /design/flow/design.v
export SDC_FILE = /design/flow/constraint.sdc
export NUM_CORES = 4
export LEC_CHECK = 1
export CORE_UTILIZATION = 40
==> constraint.sdc <==
current_design op_aut

set clk_period 27.5
set clk_io_pct 0.2

create_clock -name clk0 -period $clk_period [get_ports {clock}]

set non_clock_inputs [all_inputs -no_clocks]
set_input_delay [expr $clk_period * $clk_io_pct] -clock clk0 $non_clock_inputs
set_output_delay [expr $clk_period * $clk_io_pct] -clock clk0 [all_outputs]
==> impl_metrics.toml <==
# physical design summary
[floorplan]
die_w_um = 181
die_y_um = 181
pin_count = 27
fp_util = 0.407
dieArea_um2 = 32900
rows = 65
core_um2 = 31600

[placement]
dpl_worst_slack_ns = 10.10
hpwl_um = 26400
io_buffers = 23
gp_congestion = 0.982

[timing]
setup_ws_ns = 9.90
setup_viol = 0
finalSetupTns_ns = 0
finalHoldViolations = 0
rsz0062_at_grt = "no"
finClkSkew_ns = 0.0160
relSlewSlack = 0.409
worst_pin_slew_ns = 0.885
period_minus_slack_ns = 17.60
timing.fmax_ghz = 0.0568
fin_crit_sh = 0.640
slew_violations = 0

[run]
tool_warnings = 36
max_cap_viol_count = 0

[synth]
synth-edff-count = 0
syn_avg_cell_area_um2 = 7.97
synth_cell_types = 89
ys_ff = 158
syn_area_um2 = 12900
synth-main-ff-cell = "dfrtp_1"
synth_cells = 1615
synth_chip_area_um2 = 12900
synthTopCellsByArea = "dfrtp_1 31%, ha_1 7.1%, o21ai_0 7.0%"
top_area_frac = 0.307
ys_warn_count = 5
async_flop_share = 1.00
ys_seq_frac = 0.307
synth_top_cell_by_area = "dfrtp_1"
ys_cells = 1615

[route]
vias_per_cell = 5.96
num_vias = 11900
wl_per_cell_um = 19.4
first_pass_iters = 5
remaining_drc_errors = 0
drt_wl_total_um = 38800
ant_nets = 0
drtIter0Drc = 932
num_antenna_cells = 0

[worst_hold_path]
whs_path_depth = 2
hold_end = "regs.r2.out[20]"
hold_class = "flip-flop to flip-flop"
hold_path.startpoint = "regs.r2.out[20]"

[layout]
logic_area_um2 = 8350
synthToLayoutAreaGrowth_pct = 8.61
regArea_um2 = 3950
layout_top_cell = "nand2_1"
drive_gt1_frac = 0.0733
fillCellCount = 3055
layout_top_cells = "228 x nand2_1, 180 x o21ai_0, 158 x dfrtp_1"

[clock_tree]
h-tree-depth = 4
clkLatencyLatePin_ns = 0.43
cts_resized = 0
numCtsBuffers = 17
cts_root_buf = "clkbuf_16"
clock_sinks = 158
clock_path_buffers = 2
cts_tree = "yes"
cts-hold-fix-buffers = 0
clkTransAtPathRegs_ns = 0.07
post_cts_buffers = 0

[global_route]
antenna_found_initial = 0
grt_usage = 0.247
grt.overflow.total = 0
grt_max_degree = 74
grt_pass1_vias = 11300
grt_pass1_wl_um = 62900

[power]
vdd_drop_max_mv = 0.0347
swShare = 0.299
internal-power_w = 0.000423
pwr-share-seq = 0.405
p_leak_nw = 6.13
netSwitchingPower_w = 0.000180
pwr-share-clk = 0.422
p_comb_frac = 0.174
p_per_area_nw_per_um2 = 43.1

[worst_setup_path]
crit_type = "input pin to output port"
crit_family = "simple AND/OR/NAND/NOR gates"
path_cells = "buf_2, buf_4, inv_1, o21a_1, o22ai_1, nand4_1, nor2_1, nand3_1, nor2_1, a21oi_1, xor2_1, ha_1, a21o_1, a211o_1, o211a_1, nor3_1, nor3_1, a2111o_1, nor4bb_1, nand3_1, nor4bb_1, nand4b_1, nor3b_2, clkdlybuf4s50_1"
reg2reg_depth = 22
r2r-end = "regs.r3.out[29]"
start_kind = "input pin"
r2r-start = "pc.out[16]"
path_buffers = 4
cp_max_fo = 48
crit_arrival_ns = 12.10
cpMaxStageDelayCell = "nor4bb_1"
critPathRequiredTime_ns = 22.00
cp-end-kind = "output port"
slowest_delay_ns = 0.54
rrSetupSlack_ns = 20.16

[run_status]
status = "completed"
==> worst max path at each step <==
stage	startpoint	to	slack (ns)	cells past startpoint
global route	op2_mux_s	zero	9.46	25
finish	op2_mux_s	zero	9.90	24
CTS	op2_mux_s	zero	10.02	24
==> Yosys cell counts (4+ instances only) <==
master,instances
nand2_1,229
nand3_1,43
buf_6,6
a31oi_1,20
and2_1,11
mux2i_1,10
nor2_1,138
nor3_1,31
o211ai_1,19
mux2_2,20
nor4_1,11
o21ai_0,180
or3_1,18
nand3b_1,7
a211o_1,5
a21oi_1,105
buf_2,11
a211oi_1,14
o21bai_1,11
nor2b_1,10
nor4_2,4
nand4b_1,4
o41ai_1,4
o31ai_1,23
nor3b_1,4
clkbuf_1,62
xor2_1,37
xnor2_1,58
a21o_1,25
o21a_1,17
o22a_1,7
dfrtp_1,158
inv_1,37
a311oi_1,9
nand2b_1,13
and3_1,18
nand4_1,17
buf_1,12
buf_4,8
o22ai_1,42
ha_1,73
o2bb2ai_1,7
a31o_2,5
==> flip-flops by register name (all words and copies together) (netlist names) <==
register and flops:
regs.r2.out 32, regs.r1.out 32, pc.out 30, regs.r0.out 32, regs.r3.out 32
==> worst reg2reg max path: cells and delay by family, from the launching register on <==
| family | cells | cell delay (ns) |
|---|---|---|
| mux | 1 | 0.29 |
| xor+xnor | 1 | 0.15 |
| simple gates | 7 | 2.78 |
| buf+inv | 2 | 0.63 |
| compound gates | 10 | 2.63 |
| flops | 1 | 0.42 |
| fa+ha+maj | 1 | 0.39 |
==> kinds of logic after synthesis <==
group / after synthesis / synth area share
other cells: 1 / 0.000291
xor+xnor: 95 / 0.0647
compound gates: 532 / 0.259
fa+ha+maj: 75 / 0.0741
flops: 158 / 0.307
mux: 33 / 0.0284
buf+inv: 138 / 0.0472
simple gates: 583 / 0.220
==> power groups by stage <==
stage / sequential [W] / combinational, W / clock [W]
CTS: 0.000244 / 0.000104 / 0.000258
global route: 0.000245 / 0.000116 / 0.000267
finish: 0.000244 / 0.000105 / 0.000254
==> metal layers <==
| layer | wire length (um) | share of wire | global-route usage |
|---|---|---|---|
| met5 | 0 | 0 | 0 |
| met4 | 632 | 0.016 | 0.0366 |
| met3 | 2150 | 0.055 | 0.0398 |
| met2 | 17400 | 0.45 | 0.382 |
| met1 | 18600 | 0.48 | 0.379 |
==> final cells by class <==
| type | count | area share |
|---|---|---|
| well taps | 402 | 0.0360 |
| clock inverters | 13 | 0.0127 |
| clock buffers | 19 | 0.0317 |
| multi-input cells | 1321 | 0.597 |
| inverters | 39 | 0.0108 |
| repair buffers | 46 | 0.0285 |
| flip-flops and latches | 158 | 0.283 |
==> through the flow <==
step | util | total power, W | hold WS [ns] | instance area [um2] | cells
after global placement | 0.422 | 0.000351 | 0.462 | 13400 | 1966
after global routing | 0.442 | 0.000628 | 0.508 | 14000 | 1998
final | 0.442 | 0.000603 | 0.480 | 14000 | 1998
after floorplan | - | 0.000324 | 0.443 | 12900 | 1617
after CTS | 0.442 | 0.000606 | 0.484 | 14000 | 1998
after detailed placement | 0.422 | 0.000351 | 0.470 | 13400 | 1966
Power is estimated from default activity; no workload was simulated.
