`./config.mk`:
```
export PLATFORM = sky130hd
export DESIGN_NAME = fsm
export DESIGN_NICKNAME = fsm
export VERILOG_FILES = /design/flow/design.v
export SDC_FILE = /design/flow/constraint.sdc
export NUM_CORES = 4
export LEC_CHECK = 1
export CORE_AREA = 10 10 83 83
export DIE_AREA = 0 0 93 93
```
`./design.v`:
```
module fsm (
  input clock, reset,
  input [5:0] opcode,
  input [5:0] funct,
  input zero,
  output reg pc_load,
  output reg write,
  output reg [5:0] alu_funct,
  output reg rd_mux_s, op2_mux_s, branch_mux_s, j_mux_s
);
  reg[2:0] state;
  parameter IF = 3'd0;
  parameter ID = 3'd1;
  parameter EX = 3'd2;
  parameter MA = 3'd3;
  parameter WB = 3'd4;
  parameter OP_R = 6'b000000;
  parameter OP_ADDI = 6'b001000;
  parameter OP_BEQ = 6'b000100;
  parameter OP_J = 6'b000010;
  parameter OPR_ADD = 6'b100000;
  parameter OPR_SUB = 6'b100010;
  always @(posedge clock, posedge reset)
  begin
    if (reset)
      state <= IF;
    else
    begin
      case (state)
      IF:
      begin
        pc_load <= 0;
        write <= 0;
        alu_funct <= 0;
        rd_mux_s <= 1;
        op2_mux_s <= 0;
        branch_mux_s <= 0;
        j_mux_s <= 0;
        state <= ID;
      end
      ID:
      begin
        case (opcode)
        OP_R:
        begin
          alu_funct <= funct;
          state <= EX;
        end
        OP_ADDI:
        begin
          alu_funct <= OPR_ADD;
          rd_mux_s <= 0;
          op2_mux_s <= 1;
          state <= EX;
        end
        OP_BEQ:
        begin
          alu_funct <= OPR_SUB;
          rd_mux_s <= 1;
          branch_mux_s <= zero;
          state <= EX;
        end
        OP_J:
        begin
          j_mux_s <= 1;
          pc_load <= 1;
          state <= IF;
        end
        endcase
      end
      EX:
      begin
        case (opcode)
        OP_R, OP_ADDI: state <= WB;
        OP_BEQ:
        begin
          pc_load <= 1;
          state <= IF;
        end
        endcase
      end
      MA:;
      WB:
      begin
        write <= 1;
        pc_load <= 1;
        state <= IF;
      end
      default: state <= IF;
      endcase
    end
  end
endmodule
```
`./run.sh`:
```
#!/bin/bash
# OpenROAD 26Q1-2900-gdf79404cd8, Yosys 0.63+post, stock flow scripts
make -C /OpenROAD-flow-scripts/flow DESIGN_CONFIG=/design/flow/config.mk WORK_HOME=/design/flow/orfs finish
```
`./constraint.sdc`:
```
current_design fsm

set clk_period 1.7
set clk_io_pct 0.2

create_clock -name clk0 -period $clk_period [get_ports {clock}]

set non_clock_inputs [all_inputs -no_clocks]
set_input_delay [expr $clk_period * $clk_io_pct] -clock clk0 $non_clock_inputs
set_output_delay [expr $clk_period * $clk_io_pct] -clock clk0 [all_outputs]
```
==> run summary <==
flow finished, numbers: unrepaired setup endpoints after global routing false, cell count after synthesis 58, TritonCTS buffer count 3, die area 8649 um2, critical path fanouts, max 6, Max stage delay on crit path 0.45 ns, via count 567, crit path DRT 1.64 ns, Register Area 461.7 um2, Worst Max-Slew Pin Slew 0.3847 ns, Pre-Place Util 0.1402, Setup crit end kind flop, residual DRC count 0, Post-synth ARST share 0.2500, Detailed Route WL 1774 um, Setup TNS 0 ns, die height 93 um, Seq share, synth 0.6406, Comb area 260.3 um2, post-layout min period 1.606 ns, period utilisation layout 0.9448, CTS tree done, first-pass GRT wire length 2808 um, Cell Area, Placed 1132 um2, synthesized area 720.7 um2, worst setup margin 0.09390 ns, crit path kind input pin to flop, syn_area_per_cell 12.43 um2, Antenna Cells 0, CTS Root Cell clkbuf_8, Cell Chain, Critical Path clkdlybuf4s50_1, nor4_4, nand2_1, a221oi_2, relative slew slack 0.7416, vias in the first global route 593, Worst Hold Class input pin to async pin, Max Cap Viol 0, clk slew on worst S/H paths 0.06 ns, Remaining Overflow, GRT 0, initial antenna violation count 0, hold slack 0.4799 ns, Tot GR Track Use 0.03987, EDFF count, synth 12, Final GP Congestion 0.7503, drt wl/cell 10.69 um, Tool Warnings 25, H-tree level count 1, Clock Path Buffers 2, critical path launch point type input pin, Top area cell types edfxtp_1 (50%), dfrtp_1 (10%), and3_2 (5.2%), o21ai_0 (4.2%), nand2_1 (4.2%), biggest area consumer among synthesized cells edfxtp_1, Slew Viols, Final 0, Finished Core Util 0.2322, Synth Warn # 1, top sig layer met4, Yosys Instances 58, largest net degree at the start of global routing 11, power after layout 0.7513 mW, Post-Place Worst Slack -0.3660 ns, routed length on met1 842 um, DP HPWL 1495 um, register bit total from synthesis 16, f_max 0.6226 GHz, Leakage 0.4656 nW, CP arrival 1.54 ns, Late-Pin Clk Latency 0.24 ns, PwrDens 629.5 nW/um2, core area 5140 um2, die width 93 um, met3 routed WL 168 um, layout cells sized above 1 0.2708, placed cell count 162, area delta synth->final 65.62%, CTS sink cnt 16, first drt pass iteration count 4, Non-Filler Instances 166, drt via density 3.416, fin area 1194 um2, Slowest-stage cell, CP clkdlybuf4s50_1, Max-area cell share 0.5000, status finished, final reports clean, port bufs 26, main flop type edfxtp_1, Chip Area, Yosys 720.7 um2, met2 routed WL 719 um, maximum vdd drop 0.2522 mV, Final setup viols 0, filler cell count 555, setup bufs post-CTS 0, Cell Type Count 23, ANT nets after route 0, # IOs 27, Fin. Hold Viols 0, row cnt 26, clock skew 0.001007 ns, DRT iter0 DRCs 33
==> cell usage after synthesis (2+ instances only) <==
cell	number
edfxtp_1	12
nand2_1	8
o21ai_0	6
and3_2	5
dfrtp_1	3
nor2b_1	3
a31o_2	2
inv_1	2
nand2b_1	2
nor2_1	2
==> worst max-delay path, delay by kind of cell <==
family / cells / cell delay, ns
buffers and inverters: 1 / 0.45
AND/OR/NAND/NOR: 2 / 0.44
AND-OR/OR-AND: 1 / 0.30
==> area by class of cell <==
class,instances,share of cell area
Sequential cell,16,0.3868
Timing Repair Buffer,35,0.2778
Multi-Input combinational cell,39,0.2180
Tap cell,70,0.07338
Clock buffer,3,0.03459
Inverter,2,0.006289
Clock inverter,1,0.003145
==> cell usage in the layout, fill, tap and decap left out, types with 2 or more instances in the layout <==
cell type / count
and3_2: 5
nand2_1: 8
dlymetal6s2s_1: 2
nor2_1: 2
clkbuf_8: 3
inv_1: 2
nand2b_1: 2
buf_4: 9
o21ai_1: 2
edfxtp_1: 12
clkdlybuf4s50_1: 23
nor2b_1: 2
dfrtp_1: 3
o21ai_0: 3
a31o_2: 2
==> where the power goes <==
part | internal [mW] | total (mW) | switching, mW
Clock | 0.160 | 0.277 | 0.118
Combinational | 0.0373 | 0.0582 | 0.0209
Sequential | 0.416 | 0.416 | 0
Total | 0.613 | 0.751 | 0.138
==> state kept, by name, indices dropped and copies added (netlist names) <==
register,flops
alu_funct,6
branch_mux_s,1
j_mux_s,1
op2_mux_s,1
pc_load,1
rd_mux_s,1
state,4
write,1
==> metal layers <==
layer	track usage	vias up
met5	0	-
met4	0.007712	0
li1	-	295
met3	0.01696	2
met1	0.05220	247
met2	0.06075	23
==> cell families after synthesis <==
kind of cell	Yosys count	synth area share
muxes	1	0.01562
DFF	16	0.6406
buffers and inverters	3	0.01562
AOI/OAI and AO/OA	12	0.1042
and+or+nand+nor	26	0.2240
==> path summary, 6_finish.rpt <==
path,start,end,slack [ns],depth (start not counted)
worst max-delay path,opcode[1],pc_load,0.09,4
worst max register to register,state[3],pc_load,0.30,3
min in group clk0,state[1],write,0.52,0
max in group asynchronous,reset,state[0],1.03,3
worst min register to register,state[1],write,0.52,0
worst min-delay path,reset,state[1],0.48,3
==> timing repair <==
action                     CTS  global route
gates resized                4             4
setup endpoints to repair   14            16
hold buffers                 0             0
pin swaps                    2             2
Power figures rest on the tool's default switching activity, not on a simulated workload.
